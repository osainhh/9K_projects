<file path="design/flow/design.v">
`default_nettype none
module decoder (
    input wire IN_A,
    input wire IN_B,
    input wire IN_C,
    input wire IN_D,
    output wire [6:0] OUT
);
    assign OUT[0] = ~IN_A & ~IN_B & ~IN_C & IN_D | IN_B & ~IN_C & ~IN_D;
    assign OUT[1] = IN_B & ~IN_C & IN_D | IN_B & IN_C & ~IN_D;
    assign OUT[2] = ~IN_B & IN_C & ~IN_D;
    assign OUT[3] = IN_B & ~IN_C & ~IN_D | ~IN_A & ~IN_B & ~IN_C & IN_D | IN_B & IN_C & IN_D;
    assign OUT[4] = IN_B & ~IN_C | IN_D;
    assign OUT[5] = ~IN_A & ~IN_B & IN_D | IN_C & IN_D | ~IN_B & IN_C;
    assign OUT[6] = ~IN_A & ~IN_B & ~IN_C | IN_B & IN_C & IN_D;
endmodule
</file>
<file path="design/flow/run.sh">
#!/bin/bash
# OpenROAD 26Q1-2900-gdf79404cd8, Yosys 0.63+post, stock flow scripts
make -C /OpenROAD-flow-scripts/flow DESIGN_CONFIG=/design/flow/config.mk WORK_HOME=/design/flow/orfs finish
</file>
<file path="design/flow/config.mk">
export PLATFORM = sky130hd
export DESIGN_NAME = decoder
export DESIGN_NICKNAME = decoder
export VERILOG_FILES = /design/flow/design.v
export SDC_FILE = /design/flow/constraint.sdc
export NUM_CORES = 4
export LEC_CHECK = 1
export CORE_AREA = 10 10 70 70
export DIE_AREA = 0 0 80 80
</file>
<file path="design/flow/constraint.sdc">
current_design decoder

set clk_period 1.3
set clk_io_pct 0.2

create_clock -name clk0 -period $clk_period

set non_clock_inputs [all_inputs -no_clocks]
set_input_delay [expr $clk_period * $clk_io_pct] -clock clk0 $non_clock_inputs
set_output_delay [expr $clk_period * $clk_io_pct] -clock clk0 [all_outputs]
</file>
==> flow_metrics.env <==
# yosys + openroad results
export IMPL_status="complete, no violations"
export IMPL_cp_buffers_inverters=2
export IMPL_clockBufferCount=0
export IMPL_io_pins=11
export IMPL_core_area_um2=3420
export IMPL_die_area_um2=6400
export IMPL_drcViolationCount=0
export IMPL_vias=166
export IMPL_worstSetupPathType="primary input to output pin"
export IMPL_layout_drive_gt1_share=0.621
export IMPL_synth_cells=14
export IMPL_grt_pass1_wl_um=807
export IMPL_die_h_um=80
export IMPL_totalPowerFinal_mw=0.0716
export IMPL_cp_slowest_cell="or3b_4"
export IMPL_flops=0
export IMPL_final_cell_area_um2=293
export IMPL_peakVddDrop_uv=26.5
export IMPL_syn_area_per_cell_um2=7.06
export IMPL_num_fill_cells=406
export IMPL_routedWlPerCell_um=6.68
export IMPL_antenna_found_initial=0
export IMPL_power_leakage_nw=0.131
export IMPL_drv_slew=0
export IMPL_path_cells="buf_6 -> or3b_4 -> o211ai_1 -> buf_2"
export IMPL_die_width_um=80
export IMPL_synth_distinct_cells=14
export IMPL_dr_pass1_iters=4
export IMPL_min_from="IN_A"
export IMPL_ys_warn_count=0
export IMPL_dpl_cell_area_um2=282
export IMPL_worstPathArrival_ns=1.03
export IMPL_fp_utilization=0.0289
export IMPL_power_density_nw_per_um2=244
export IMPL_cpLargestDelayFamily="simple AND/OR/NAND/NOR gates"
export IMPL_worst_pin_slew_ns=0.174
export IMPL_seq_area_frac_synth=0
export IMPL_grt_usage=0.0152
export IMPL_rows=21
export IMPL_dpl_hpwl_um=421
export IMPL_grt_ovfl_total=0
export IMPL_period_minus_slack_ns=1.29
export IMPL_gp_congestion=0.708
export IMPL_totalWireLength_um=501
export IMPL_ys_cells=14
export IMPL_finalCritPeriodShare=0.991
export IMPL_flop_area_um2=0
export IMPL_end_kind="output pin"
export IMPL_io_buffers=11
export IMPL_fin_hold_ws_ns=0.744
export IMPL_fmax_mhz=776
export IMPL_critPathRequiredTime_ns=1.04
export IMPL_max_cap_viol_count=0
export IMPL_finalHoldViolations=0
export IMPL_cp_max_fo=3
export IMPL_hold_buffers=0
export IMPL_max_slew_margin=0.883
export IMPL_synth_cell_area_um2=98.8
export IMPL_final_util=0.0857
export IMPL_viasPerCell=2.21
export IMPL_syn_to_final_growth_pct=196
export IMPL_startpoint_type="primary input"
export IMPL_grt_pass1_vias=168
export IMPL_ant_nets=0
export IMPL_finalSetupViolCount=0
export IMPL_ys_chip_area_um2=98.8
export IMPL_cp_startpoint="IN_B"
export IMPL_cpPeakStageDelay_ns=0.40
export IMPL_grt_max_degree=7
export IMPL_setup_tns_ns=0
export IMPL_rsz0062_at_grt="true"
export IMPL_diodes=0
export IMPL_hold_path_class="primary input to output pin"
export IMPL_drt_initial_drc_count=3
export IMPL_warnings=34
## cell usage in the layout (no fill, tap or decap), types with 2 or more instances in the layout
cell           count
or3b_4             2
dlygate4sd2_1      3
buf_4              3
buf_6              5
buf_2              5
## area by class of cell
| class | instances | area (µm²) | area share |
|---|---|---|---|
| Timing Repair Buffer | 16 | 130 | 0.444 |
| Multi-Input combinational cell | 12 | 101 | 0.346 |
| Inverter | 1 | 3.75 | 0.0128 |
| Tap cell | 46 | 57.6 | 0.197 |
## through the flow
stage,std cells,setup WS [ns]
after global routing,75,-0.0456
after CTS,75,-0.0129
after global placement,73,-0.762
after detailed placement,73,-0.766
after floorplan,14,0.122
final,75,0.0112
## Yosys cell counts
master    n  area, µm²
nand2b_1  1       6.26
nor3_1    1       5.00
nand3_1   1       5.00
a21oi_1   1       5.00
xor2_1    1       8.76
a21o_2    1       8.76
and2_1    1       6.26
buf_4     1       7.51
a21bo_1   1       10.0
inv_1     1       3.75
or3b_2    1       8.76
o211ai_1  1       7.51
o31ai_1   1       7.51
or3b_1    1       8.76
## worst min-delay path, stage by stage
cell and delay, ns:
buf_6 0.07, o31ai_2 0.05, buf_2 0.10
## report_power, final
group	internal [mW]	switching, mW	leakage [nW]
Sequential	0	0	0
Combinational	0.0471	0.0245	0.131
Clock	0	0	0
Total	0.0471	0.0245	0.131
## final timing paths
check,endpoint,depth (start not counted)
worst max-delay path,OUT[3],4
worst min-delay path,OUT[6],3
## per-layer routing
layer / global-route usage / vias to the layer above / part of all wire
li1: - / 82 / -
met1: 0.0165 / 76 / 0.38
met2: 0.0281 / 8 / 0.47
met3: 0.00682 / 0 / 0.15
met4: 0 / 0 / 0
met5: 0 / - / 0
## cell families after synthesis
group	synth area share
simple gates	0.405
compound gates	0.392
buf+inv	0.114
xor+xnor	0.0886
## repair_timing
action                                  4_1_cts  5_1_grt
gates resized                                37        3
pin swaps                                     3        2
setup buffers                                 2        0
endpoints found under the setup margin        7        3
Power and IR drop assume default switching activity.
