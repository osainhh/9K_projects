==> /design/flow/run.sh <==
#!/bin/bash
# OpenROAD 26Q1-2900-gdf79404cd8, Yosys 0.63+post, stock flow scripts
make -C /OpenROAD-flow-scripts/flow DESIGN_CONFIG=/design/flow/config.mk WORK_HOME=/design/flow/orfs finish
==> /design/flow/config.mk <==
export PLATFORM = sky130hd
export DESIGN_NAME = led
export DESIGN_NICKNAME = led
export VERILOG_FILES = /design/flow/design.v
export SDC_FILE = /design/flow/constraint.sdc
export NUM_CORES = 4
export LEC_CHECK = 1
export CORE_AREA = 10 10 108 108
export DIE_AREA = 0 0 118 118
==> /design/flow/constraint.sdc <==
current_design led

set clk_period 2.4
set clk_io_pct 0.2

create_clock -name clk0 -period $clk_period [get_ports {sys_clk}]

set non_clock_inputs [all_inputs -no_clocks]
set_input_delay [expr $clk_period * $clk_io_pct] -clock clk0 $non_clock_inputs
set_output_delay [expr $clk_period * $clk_io_pct] -clock clk0 [all_outputs]
==> /design/flow/design.v <==
module led (
    input sys_clk,
    input sys_rst_n,
    output reg [5:0] led
);
reg [23:0] counter;
always @(posedge sys_clk or negedge sys_rst_n) begin
    if (!sys_rst_n)
        counter <= 24'd0;
    else if (counter < 24'd1349_9999)
        counter <= counter + 1'b1;
    else
        counter <= 24'd0;
end
always @(posedge sys_clk or negedge sys_rst_n) begin
    if (!sys_rst_n)
        led <= 6'b111110;
    else if (counter == 24'd139_9999)
        led[5:0] <= {led[4:0], led[5]};
    else
        led <= led;
end
endmodule
==> impl_metrics.env <==
# physical design summary
export IMPL_status="complete, no violations"
export IMPL_grt_use_total_pct=4.76
export IMPL_worstSkewPairLatency_ns=0.28
export IMPL_period_minus_slack_ns=2.16
export IMPL_ant_nets=0
export IMPL_ys_area_mm2=0.00158
export IMPL_intPower_mw=0.740
export IMPL_rrSetupSlack_ns=0.24
export IMPL_tightest_slew_ns=0.450
export IMPL_top_cell_area_share_pct=39.7
export IMPL_cpPeakStageDelay_ns=0.52
export IMPL_first_pass_iters=4
export IMPL_die_area_mm2=0.0139
export IMPL_p_sw_mw=0.190
export IMPL_yosys_area_top_type="dfrtp_1"
export IMPL_fp_dieW_um=118
export IMPL_ios=8
export IMPL_setup_viol=0
export IMPL_drive_gt1_share_pct=17.5
export IMPL_synth_logic_top_family="simple AND/OR/NAND/NOR gates"
export IMPL_grt_max_degree=31
export IMPL_ys_sh_mux_pct=4.29
export IMPL_ctsHtreeMaxLevel=2
export IMPL_fp_row_count=35
export IMPL_synth_flops=30
export IMPL_post_cts_buffers=0
export IMPL_ys_sh_aoi_pct=8.10
export IMPL_cts_root_buffer="clkbuf_8"
export IMPL_cp_required_ns=2.60
export IMPL_cts_buffer_depth=2
export IMPL_leakage_nw=0.690
export IMPL_pwr_share_comb_pct=1.3
export IMPL_cp_data_arrival_time_ns=2.36
export IMPL_final_common_cell="dfrtp_1"
export IMPL_synthCells=152
export IMPL_grt_pass1_vias=1168
export IMPL_top_cells_by_area="dfrtp_1, dfstp_2, nor3_1, xnor2_1, mux2_2"
export IMPL_crit_fanout=7
export IMPL_n_antenna_cell=0
export IMPL_maxCapViolations=0
export IMPL_ys_seq_share_pct=48.0
export IMPL_dp_cells=287
export IMPL_period_used_pct=90.0
export IMPL_grt_overflow_total=0
export IMPL_warning_count=25
export IMPL_synth_adder_area_share_pct=0.794
export IMPL_finClkSkew_ns=0.00420
export IMPL_synth_xor_xnor_area_share_pct=8.33
export IMPL_power_per_cell_area_mw_per_mm2=482
export IMPL_max_freq_ghz=0.463
export IMPL_synthDistinctLibCells=33
export IMPL_drt_iter0_markers=70
export IMPL_rsz0062_at_grt="false"
export IMPL_portBuffers=7
export IMPL_setup_tns_final_ns=0
export IMPL_core_area_mm2=0.00928
export IMPL_peakVddDrop_mv=0.147
export IMPL_drc=0
export IMPL_num_vias=1221
export IMPL_gp_congestion=0.832
export IMPL_comb_area_um2=790
export IMPL_dp_hpwl_um=2240
export IMPL_whs_ns=0.507
export IMPL_end_kind="flip-flop"
export IMPL_cts_resized=0
export IMPL_final_layout_top_logic_cells="dfrtp_1, nor3_1, xnor2_1, nand3_1, nand4_1"
export IMPL_critPathTopFamily="simple AND/OR/NAND/NOR gates"
export IMPL_worstSetupPathType="flip-flop to flip-flop"
export IMPL_seqPwrFrac_pct=54.5
export IMPL_tritoncts="yes"
export IMPL_avgViaCountPerCell=4.14
export IMPL_start_kind="flip-flop"
export IMPL_pwr_share_clk_pct=44.2
export IMPL_yosys_cells=152
export IMPL_grt_pass1_wl_um=5700
export IMPL_swShare_pct=20.4
export IMPL_final_hold_viol_count=0
export IMPL_slew_violations=0
export IMPL_fillCellCount=1014
export IMPL_hold_class="flip-flop to flip-flop"
export IMPL_drt_wl_total_um=3170
export IMPL_crit_slowest_cell="or3_1"
export IMPL_stdcell_count=295
export IMPL_synth_cell_area_mm2=0.00158
export IMPL_maxSlewHeadroom_pct=69.8
export IMPL_avgSynthCellArea_um2=10.4
export IMPL_antenna_found_initial=0
export IMPL_cts_sinks=30
export IMPL_wire_per_inst_um=10.7
export IMPL_cp_cell_sequence="ha_1, nand4_4, or3_1, or4_1, a211oi_2"
export IMPL_postCtsHoldBufs=0
export IMPL_power_mw=0.929
export IMPL_worstPathBufferInverterCount=0
export IMPL_cts_clk_slew_worst_paths_ns=0.06
export IMPL_fp_utilization_pct=17.0
export IMPL_register_area_um2=757
export IMPL_yosysWarningCount=1
export IMPL_synthToLayoutAreaGrowth_pct=22.4
export IMPL_cts_buffers_inserted=5
export IMPL_die_y_um=118
export IMPL_simple_gate_area_share_pct=27.5
## area by class of cell
cell class,instances,share of cell area [%]
tap,129,8.37
clock buffer,7,4.47
multi-input combinational,110,40.9
clock inverter,1,0.259
timing repair buffer,12,5.58
sequential,30,39.2
inverter,6,1.17
## flip-flops by register name, summed over array words and instances (netlist names)
name     count
counter     24
led          6
## metal layers
metal  global-route usage (%)  wire length (µm)  up-vias  part of all wire (%)
li1                         -                 -      600                     -
met1                     6.32              1500      586                    47
met2                     7.17              1450       33                    46
met3                     2.14               199        2                   6.3
met4                    0.618                19        0                  0.60
met5                        0                 0        -                     0
## per-stage QoR
step | area (µm²) | setup WS (ns) | utilization (%)
after global routing | 1930 | 0.117 | 20.8
after floorplan | 1580 | 0.343 | -
final | 1930 | 0.239 | 20.8
after detailed placement | 1840 | 0.238 | 19.8
after global placement | 1840 | 0.277 | 19.8
after CTS | 1930 | 0.230 | 20.8
## synthesized netlist by cell type, drive strengths merged
cell     number
and4b         1
xor2          4
o41a          1
and4          2
ha            1
xnor2        11
a211oi        6
nor3         20
mux2          6
dfrtp        25
o31ai         3
nand2         5
a2111oi       1
nor4          5
or2           1
nand3        10
nor2          5
o311ai        1
nor4b         1
or3           7
clkbuf        6
or4           2
inv           6
nor3b         1
and3          1
o21ai         4
dfstp         5
nand4        10
nor2b         1
## cell families after synthesis
kind of cell / count (synthesis)
AND/OR/NAND/NOR: 72
flip-flops: 30
adder cells (fa/ha/maj): 1
multiplexers: 6
AND-OR/OR-AND: 16
XOR/XNOR: 15
buffers and inverters: 12
## final timing paths
check                      cells after the start                  from                    end
setup reg to reg                               5  counter[0]$_DFF_PN0_  counter[22]$_DFF_PN0_
setup / recovery                               5  counter[0]$_DFF_PN0_  counter[22]$_DFF_PN0_
hold / removal                                 1  counter[0]$_DFF_PN0_   counter[0]$_DFF_PN0_
hold reg to reg                                1  counter[0]$_DFF_PN0_   counter[0]$_DFF_PN0_
max in group asynchronous                      2             sys_rst_n     led[4]$_DFFE_PN1N_
min in group asynchronous                      2             sys_rst_n  counter[19]$_DFF_PN0_
## power by group through the flow
stage / Clock (mW) / Sequential (mW) / Combinational, mW
5_1_grt: 0.455 / 0.506 / 0.0146
6_report: 0.411 / 0.506 / 0.0120
4_1_cts: 0.427 / 0.506 / 0.0132
No activity file was given, so power comes from the tool's default toggle rates.
