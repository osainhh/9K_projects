==> design/flow/design.v <==
`default_nettype none
module hc161 (
    input wire nCLR,
    input wire CLK,
    input wire ENP,
    input wire nLOAD,
    input wire ENT,
    input wire [3:0] DATA,
    output reg [3:0] Q
);
    always @(posedge CLK or negedge nCLR) begin
        if(!nCLR) begin 
            Q <= 4'b0;
        end
        else begin 
            if(!nLOAD) begin
                Q <= DATA;
            end
            if(ENT && ENP && nLOAD) begin
                Q <= Q + 1'b1;
            end
        end
    end
endmodule
==> design/flow/run.sh <==
#!/bin/bash
# OpenROAD 26Q1-2900-gdf79404cd8, Yosys 0.63+post, stock flow scripts
make -C /OpenROAD-flow-scripts/flow DESIGN_CONFIG=/design/flow/config.mk WORK_HOME=/design/flow/orfs finish
==> design/flow/config.mk <==
export PLATFORM = sky130hd
export DESIGN_NAME = hc161
export DESIGN_NICKNAME = hc161
export VERILOG_FILES = /design/flow/design.v
export SDC_FILE = /design/flow/constraint.sdc
export NUM_CORES = 4
export LEC_CHECK = 1
export CORE_AREA = 10 10 70 70
export DIE_AREA = 0 0 80 80
==> design/flow/constraint.sdc <==
current_design hc161

set clk_period 1.8
set clk_io_pct 0.2

create_clock -name clk0 -period $clk_period [get_ports {CLK}]

set non_clock_inputs [all_inputs -no_clocks]
set_input_delay [expr $clk_period * $clk_io_pct] -clock clk0 $non_clock_inputs
set_output_delay [expr $clk_period * $clk_io_pct] -clock clk0 [all_outputs]
==> metrics.yaml <==
port_buffers: 12
antenna_found_initial: 0
clkSlewWorstSetupHoldPaths_ns: 0.04
worstSetupPathDepth: 1
numCtsBuffers: 3
gp_congestion: 0.764
synthTopLogicFamily: "simple AND/OR/NAND/NOR gates"
internal_power_w: 0.000221
ir_drop_mv: 0.106
ys_sh_adder: 0.0602
critPathArrivalTime_ns: 1.13
chip_area_mm2: 0.00640
grt_pass1_vias: 259
post_cts_buffers: 0
drt-pass1-iter-count: 2
ioPinCount: 13
fin_skew_ns: 0.00361
compound_area_frac: 0.127
r2r.worst_path.cells: 4
cp.required_ns: 1.44
hold_viol: 0
drc: 0
synth.avg_cell_area_um2: 9.44
yosysWarnings: 1
cp_slowest_cell: "clkdlybuf4s50_1"
ys_area_um2: 208
largest_register_ffs: 4
ctsHoldBuffers: 0
grt_pass1_wl_mm: 1.17
reg2reg_to: "Q[2]"
p_sw_frac: 0.231
setup_viol: 0
design.core.area_mm2: 0.00342
worst_slew_pin_slew_ns: 0.293
finalInstanceArea_um2: 404
synth_flops: 4
max_stage_delay_ns: 0.50
cts_max_path_buffers: 2
yosys.cell_types.count: 12
cp_max_fo: 4
grt_usage: 0.0239
postRouteAntennaNets: 0
clk_latency_ns: 0.23
fp_util: 0.0608
seqPwrFrac: 0.389
pwr-share-comb: 0.238
tool_warnings: 25
place_area_um2: 382
routed_wl_um: 665
antennaDiodeCount: 0
cellPowerDensity_mw_per_mm2: 713
vias: 203
r2r_slack_ns: 0.70
p_switching_w: 0.0000666
status: "finished clean"
p_leak_nw: 0.148
dp_hpwl_um: 556
area_growth_syn_to_layout_pct: 94.6
via_per_inst: 2.48
synth-xor-area-share: 0.0843
startpoint: "Q[0]"
syn_inst: 22
fmax_mhz: 671
drive_gt1_frac: 0.111
cts.sinks: 4
drv_slew: 0
rows: 21
cp-endpoint: "Q[0]"
die_height_um: 80
crit_buf_inv: 1
simple_gate_area_frac: 0.181
wl_per_cell_um: 8.11
path_cells: "clkdlybuf4s50_1"
critical_path.top_delay_family: "buffers and inverters"
grt_max_degree: 9
fp.dieW_um: 80
netlist_area_um2: 208
setup.worst_path.end_class: "output pin"
power.share.clock: 0.373
timing.final.crit_share: 0.827
postSynthSeqShare: 0.482
h-tree-depth: 1
ys_cells: 22
fin_crit_ns: 1.49
regMostFlops: "Q"
drt_iter0_drc: 10
cts_root_buf: "clkbuf_4"
timing.rr.start: "Q[0]"
cts_tree: "done"
maxCapViolCount: 0
slew_headroom: 0.804
mux_share: 0.0482
crit_type: "reg -> out"
largestRegisters: "Q x4"
rsz0062_at_grt: "no"
cts_resized: 0
startpoint_type: "register"
hold_class: "in -> async"
setup_tns_ns: 0
overflow: 0
==> cell usage in the layout (no fill, tap or decap) <==
cell,count
a21oi_1,3
ha_1,1
xor2_1,2
nand2_2,1
clkbuf_4,3
nand3_1,2
mux2i_1,1
clkdlybuf4s50_1,12
o21ai_0,1
a31oi_1,1
or3_1,1
dfrtp_1,4
nor2_1,4
==> metrics by stage <==
| step | utilization | hold WS (ns) | power (W) | instances | setup slack (ns) |
|---|---|---|---|---|---|
| floorplan | - | 0.0644 | 0.000134 | 22 | 0.805 |
| global placement | 0.112 | 0.564 | 0.000180 | 79 | 0.252 |
| detailed placement | 0.112 | 0.574 | 0.000182 | 79 | 0.223 |
| CTS | 0.118 | 0.322 | 0.000296 | 82 | 0.296 |
| global route | 0.118 | 0.331 | 0.000316 | 82 | 0.268 |
| finish | 0.118 | 0.329 | 0.000288 | 82 | 0.311 |
==> power by group through the flow <==
stage	clock network, W	registers, W	logic (W)
final	0.000107	0.000112	0.0000687
after global routing	0.000123	0.000113	0.0000791
after CTS	0.000115	0.000112	0.0000694
==> metal layers <==
layer	track usage	share of wire	vias to the layer above
met5	0	0	-
met4	0.00352	0	0
met3	0.0318	0.29	0
met2	0.0241	0.22	17
met1	0.0286	0.49	80
li1	-	-	106
==> Yosys cell counts <==
master | n | area [µm²]
o21ai_0 | 1 | 5.00
clkbuf_1 | 1 | 3.75
dfrtp_1 | 4 | 100
a31oi_1 | 1 | 6.26
xor2_1 | 2 | 17.5
nor2_1 | 4 | 15.0
mux2i_1 | 1 | 10.0
ha_1 | 1 | 12.5
nand2_2 | 1 | 6.26
a21oi_1 | 3 | 15.0
or3_1 | 1 | 6.26
nand3_1 | 2 | 10.0
==> worst min path at each step <==
| stage | start | end | slack [ns] | cells after the start |
|---|---|---|---|---|
| global route | nCLR | Q[3] | 0.33 | 1 |
| finish | nCLR | Q[3] | 0.33 | 1 |
| CTS | nCLR | Q[3] | 0.32 | 1 |
==> final cells by class <==
cell class              instances  area [µm²]
clock buffers                   3        22.5
repair buffers                 12         120
multi-input cells              17         104
fillers                       404        3010
flip-flops and latches          4         100
well taps                      46        57.6
==> cells by family (layout without fill, tap and decap cells) <==
logic type                 Yosys count  count (layout)
and+or+nand+nor                      8               8
AOI/OAI and AO/OA                    5               5
DFF                                  4               4
xor gates and xnor gates             2               2
adders and majority gates            1               1
muxes                                1               1
buffers and inverters                1              15
Power and IR drop assume default switching activity.
